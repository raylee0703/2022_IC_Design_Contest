<file path="./run.sh">
#!/bin/bash
# OpenROAD 26Q1-2900-gdf79404cd8, Yosys 0.63+post, stock flow scripts
make -C /OpenROAD-flow-scripts/flow DESIGN_CONFIG=/design/flow/config.mk WORK_HOME=/design/flow/orfs finish
</file>
<file path="./config.mk">
export PLATFORM = sky130hd
export DESIGN_NAME = JAM
export DESIGN_NICKNAME = JAM
export VERILOG_FILES = /design/flow/design.v
export SDC_FILE = /design/flow/constraint.sdc
export NUM_CORES = 4
export LEC_CHECK = 1
export CORE_UTILIZATION = 30
</file>
<file path="./constraint.sdc">
current_design JAM

set clk_period 10.7
set clk_io_pct 0.2

create_clock -name clk0 -period $clk_period [get_ports {CLK}]

set non_clock_inputs [all_inputs -no_clocks]
set_input_delay [expr $clk_period * $clk_io_pct] -clock clk0 $non_clock_inputs
set_output_delay [expr $clk_period * $clk_io_pct] -clock clk0 [all_outputs]
</file>
<file path="./design.v">
module JAM (
input CLK,
input RST,
output reg [2:0] W,
output reg [2:0] J,
input [6:0] Cost,
output [3:0] MatchCount,
output [9:0] MinCost,
output Valid );
parameter INIT  = 4'b0000;
parameter COMP  = 4'b0001;
parameter CHAN  = 4'b0010;
parameter FIND  = 4'b0011;
parameter EXCH  = 4'b0100;
parameter REV   = 4'b0101;
parameter GIVE  = 4'b0110;
parameter COUNT = 4'b0111;
parameter VALID = 4'b1000;
reg [3:0] curr_state;
reg [3:0] next_state;
parameter [0:3*128-1] mapTbl = {3'd7, 3'd6, 3'd5, 3'd6, 3'd4, 3'd6, 3'd5, 3'd6, 3'd3, 3'd6, 3'd5, 3'd6, 3'd4, 3'd6, 3'd5, 3'd6,
                            	3'd2, 3'd6, 3'd5, 3'd6, 3'd4, 3'd6, 3'd5, 3'd6, 3'd3, 3'd6, 3'd5, 3'd6, 3'd4, 3'd6, 3'd5, 3'd6,
                            	3'd1, 3'd6, 3'd5, 3'd6, 3'd4, 3'd6, 3'd5, 3'd6, 3'd3, 3'd6, 3'd5, 3'd6, 3'd4, 3'd6, 3'd5, 3'd6,
                	            3'd2, 3'd6, 3'd5, 3'd6, 3'd4, 3'd6, 3'd5, 3'd6, 3'd3, 3'd6, 3'd5, 3'd6, 3'd4, 3'd6, 3'd5, 3'd6,
                		  	    3'd0, 3'd6, 3'd5, 3'd6, 3'd4, 3'd6, 3'd5, 3'd6, 3'd3, 3'd6, 3'd5, 3'd6, 3'd4, 3'd6, 3'd5, 3'd6,
                			    3'd2, 3'd6, 3'd5, 3'd6, 3'd4, 3'd6, 3'd5, 3'd6, 3'd3, 3'd6, 3'd5, 3'd6, 3'd4, 3'd6, 3'd5, 3'd6,
                			    3'd1, 3'd6, 3'd5, 3'd6, 3'd4, 3'd6, 3'd5, 3'd6, 3'd3, 3'd6, 3'd5, 3'd6, 3'd4, 3'd6, 3'd5, 3'd6,
                				3'd2, 3'd6, 3'd5, 3'd6, 3'd4, 3'd6, 3'd5, 3'd6, 3'd3, 3'd6, 3'd5, 3'd6, 3'd4, 3'd6, 3'd5, 3'd6};
reg [0:6] compare;
reg [3:0] permutation [0:7];
reg [3:0] permutation_rot [0:7];
reg [3:0] permutation_ex [0:7];
reg [1:0] FIND_count;
wire [2:0] rot;
wire done;
reg [3:0] matchcount;
reg [9:0] mincost;
always@(posedge CLK) begin
	if(RST) curr_state <= INIT;
	else    curr_state <= next_state; 
end 
always@(*)begin
	case (curr_state)
	INIT  : next_state = COMP;
	COMP  : next_state = CHAN;  
	CHAN  : next_state = FIND;  
	FIND  : if(FIND_count==2) next_state = EXCH;  
	        else next_state = FIND;
	EXCH  : next_state = REV;  
	REV   : next_state = GIVE;  
	GIVE  : next_state = COUNT;
	COUNT : if(done) next_state = VALID;
			else next_state = COMP;
	VALID : next_state =  INIT;
	endcase
end
reg [3:0] count;
reg [9:0] cost;
reg start;
always@(posedge CLK) begin
	if(RST) start <= 0;
	else if(~RST) start <= 1;
	else start <= start;
end 
always@(posedge CLK) begin
	if(RST) begin
		W <= 0;
		J <= 0;
		count <= 1;
	end
	else begin
		W <= count >= 8 ? 0 : count;
		J <= permutation[count >= 8 ? 0 : count];
		if(count == 10) begin
			count <= 2;
			W <= 1;
			J <= permutation[1];
		end
		else begin
			count <= count + 1;
		end
	end
end
always@(posedge CLK) begin
	if(curr_state==INIT) begin
		mincost <= 10'd1023;
		matchcount <= 0;
		cost <= 0;
	end
	else if(start)begin
		cost <= cost + Cost;
		if(count == 10) begin
			if(cost < mincost)begin
				mincost <= cost;
				matchcount <= 1;
			end
			else if(cost == mincost)begin
				matchcount <= matchcount + 1;
			end
			cost <= 0;
		end
	end
end
assign MatchCount = matchcount;
assign MinCost = mincost;
always@(posedge CLK)begin
	if(curr_state == COMP) begin
		compare[6] <= permutation[6] < permutation[7];
		compare[5] <= permutation[5] < permutation[6];
		compare[4] <= permutation[4] < permutation[5];
		compare[3] <= permutation[3] < permutation[4];
		compare[2] <= permutation[2] < permutation[3];
		compare[1] <= permutation[1] < permutation[2];
		compare[0] <= permutation[0] < permutation[1];
	end
end
assign rot = mapTbl[compare*3+:3];
always @(posedge CLK) begin
	if(curr_state == CHAN) begin
  		permutation_rot[0] <= 0<=rot || (0>rot && permutation[0]<permutation[rot]) ? 8 : permutation[0];
  		permutation_rot[1] <= 1<=rot || (1>rot && permutation[1]<permutation[rot]) ? 8 : permutation[1];
  		permutation_rot[2] <= 2<=rot || (2>rot && permutation[2]<permutation[rot]) ? 8 : permutation[2];
  		permutation_rot[3] <= 3<=rot || (3>rot && permutation[3]<permutation[rot]) ? 8 : permutation[3];
  		permutation_rot[4] <= 4<=rot || (4>rot && permutation[4]<permutation[rot]) ? 8 : permutation[4];
  		permutation_rot[5] <= 5<=rot || (5>rot && permutation[5]<permutation[rot]) ? 8 : permutation[5];
  		permutation_rot[6] <= 6<=rot || (6>rot && permutation[6]<permutation[rot]) ? 8 : permutation[6];
  		permutation_rot[7] <= 7<=rot || (7>rot && permutation[7]<permutation[rot]) ? 8 : permutation[7];
  	end
end
reg [2:0] minIdx1;
reg [2:0] minIdx2;
reg [2:0] minIdx3;
reg [2:0] minIdx4;
reg [2:0] minIdx11;
reg [2:0] minIdx22;
reg [2:0] minIdx;
always@(posedge CLK)begin
	if(curr_state==INIT) begin
		FIND_count <= 0;
	end
	if(curr_state==FIND && FIND_count==0)begin
		minIdx4 <= permutation_rot[7] > permutation_rot[6] ? 6 : 7;
		minIdx3 <= permutation_rot[5] > permutation_rot[4] ? 4 : 5;
		minIdx2 <= permutation_rot[3] > permutation_rot[2] ? 2 : 3;
		minIdx1 <= permutation_rot[1] > permutation_rot[0] ? 0 : 1;
		FIND_count <= 1;
	end
	else if(curr_state==FIND && FIND_count==1)begin
		minIdx22 <= permutation_rot[minIdx4] > permutation_rot[minIdx3] ? minIdx3 : minIdx4;
		minIdx11 <= permutation_rot[minIdx2] > permutation_rot[minIdx1] ? minIdx1 : minIdx2;
		FIND_count <= 2;
	end
	else if(curr_state==FIND && FIND_count==2)begin
		minIdx <= permutation_rot[minIdx22] > permutation_rot[minIdx11] ? minIdx11 : minIdx22;
		FIND_count <= 0;
	end
	else begin
		FIND_count <= 0;
	end
end
always@(posedge CLK) begin
	if(curr_state==COMP) begin
		permutation_ex[0] <= permutation[0];
		permutation_ex[1] <= permutation[1];
		permutation_ex[2] <= permutation[2];
		permutation_ex[3] <= permutation[3];
		permutation_ex[4] <= permutation[4];
		permutation_ex[5] <= permutation[5];
		permutation_ex[6] <= permutation[6];
		permutation_ex[7] <= permutation[7];
	end
	else if(curr_state==EXCH) begin
		permutation_ex[rot] <= permutation[minIdx];
		permutation_ex[minIdx] <= permutation[rot];
	end
	else if(curr_state == REV)begin
		if(0>rot)
			permutation_ex[0] <= permutation_ex[7-(0-rot-1)];
		if(1>rot)
			permutation_ex[1] <= permutation_ex[7-(1-rot-1)];
		if(2>rot)
			permutation_ex[2] <= permutation_ex[7-(2-rot-1)];
		if(3>rot)
			permutation_ex[3] <= permutation_ex[7-(3-rot-1)];
		if(4>rot)
			permutation_ex[4] <= permutation_ex[7-(4-rot-1)];
		if(5>rot)
			permutation_ex[5] <= permutation_ex[7-(5-rot-1)];
		if(6>rot)
			permutation_ex[6] <= permutation_ex[7-(6-rot-1)];
		if(7>rot)
			permutation_ex[7] <= permutation_ex[7-(7-rot-1)];
	end
end
always@(posedge CLK)begin
	if(curr_state == INIT) begin
		permutation[0] <= 0;
		permutation[1] <= 1;
		permutation[2] <= 2;
		permutation[3] <= 3;
		permutation[4] <= 4;
		permutation[5] <= 5;
		permutation[6] <= 6;
		permutation[7] <= 7;
	end
	else if(curr_state == GIVE) begin
		permutation[0] <= permutation_ex[0];
		permutation[1] <= permutation_ex[1];
		permutation[2] <= permutation_ex[2];
		permutation[3] <= permutation_ex[3];
		permutation[4] <= permutation_ex[4];
		permutation[5] <= permutation_ex[5];
		permutation[6] <= permutation_ex[6];
		permutation[7] <= permutation_ex[7];
	end
end
assign done = compare==0;
assign Valid = (curr_state == VALID);
endmodule
</file>
==> run notes <==
The following summarizes the physical implementation.

Status
The flow ran to the end, and the final reports show no timing, DRC or antenna violations.

Critical path
The startpoint of the lowest-slack register-to-register path is compare[6]. At the worst endpoint, the required time is 10.90 ns. Along the critical path, the tally of buffer and inverter instances is 4. The category of the worst setup path capture point is a register. The kind of cell adding the most delay to the critical path is AND-OR/OR-AND gates. The worst setup path is launched from a register. The worst setup path category is register to register. The worst-path maximum fanout is 31. Looking at the critical path, the single cell with the biggest stage delay is sky130_fd_sc_hd__xor2_2. The worst register-to-register path depth is 24. Per the OpenROAD timing report, the critical path contains 24 cells. The biggest cell delay along the critical path is between 0.7 and 0.8 ns.

Looking at the reg2reg group, the worst path ends at permutation_rot[5][1]. Traced cell by cell, the critical path runs through buf_4 -> inv_1 -> ha_1 -> fa_1 -> xor2_2 -> a2111oi_0 -> a31oi_1 -> o211ai_1 -> a211oi_1 -> a2111oi_0 -> a211o_1 -> a21oi_4 -> inv_2 -> ha_1 -> a22o_1 -> a22oi_1 -> o221ai_1 -> mux2_2 -> o22ai_2 -> buf_4 -> ha_1 -> a211o_1 -> a211o_1 -> and3_1. The timing report gives the worst reg2reg path a setup slack of 1.59 ns. According to the timing report, the arrival time at the worst endpoint equals about 9.3 ns.

Floorplanning
The vertical die dimension is approximately 220 um. For this configuration, the core starts out at a cell density of 30.4%. The overall die width is 220 um.

The area of the core is approximately 47000 um^2. After floorplanning, the core was divided into between 70 and 80 placement rows. The floorplan step defined a die boundary enclosing ~48000 um^2. The I/O pin count is 30.

Placement
The count of port buffers added during placement is 29. The placement-stage cell area is between 15000 and 20000 um^2. The pre-CTS setup slack is 1.86 ns. The placement summary gives the final routability congestion estimate as 1.03. The HPWL reported at the end of detailed placement is between 30000 and 40000 um.

Routing
The per-cell routed wire length is 21.8 um. After detailed routing, the total wire length is 49500 um. The total iterations of the first detailed-routing run is 6. Detailed-route iteration 0 reported a violation count of 1177. The remaining number of nets flagged by the antenna check after routing is 0. Dividing the detail-routed via count by the number of cells gives 5.82. The final antenna diode tally reported by the flow is 0. After detailed routing, the number of remaining DRC violations is 0. The total via count after detailed routing is 13200.

Clock network
The post-CTS setup-driven buffer insertion count is 0. The number of instances resized during post-cts repair is 0. The H-tree level count is 4.

The TritonCTS clock tree is done. The count of hold-fix buffers inserted at cts is 0. The clock latency on the worst-skew pair is 0.45 ns.

The clock passes through at most 2 buffers. TritonCTS created 17 clock buffers. The tree is rooted in a sky130_fd_sc_hd__clkbuf_16. The registers of the reported paths see a clock transition of 0.07 ns.

Timing
The headroom to the max-slew limit is 40.0%. Of the available clock period, the critical path in the final layout requires 85.1%. The worst hold margin is about 0.47 ns.

The worst path in the final design needs a cycle of ~9.1 ns, including I/O delays and setup. The pin closest to its max-slew limit shows a slew of 0.900 ns. The final worst slack is 1.59 ns. The final setup skew is 0.0109 ns.

The final max-slew violation count is 0. The end-of-flow timing check tallies setup violations at 0. Setup repair after global routing left no endpoint under its margin. In the final report, the number of hold violations comes to 0. The count of endpoints without a timing constraint is 4. The highest clock rate this design can be run at is 0.110 GHz. The sum of negative setup slack is 0 ns. The timer found 4 register pins that no clock reaches; their paths are not timed.

Synth
The mean post-synth cell area is 8.52 um^2. The async set-reset flop share out of synthesis is 0%. The count of different cell masters after synthesis is 96.

The netlist area before placement is 14200 um^2. By count the netlist is led by sky130_fd_sc_hd__nand2_1 (184), sky130_fd_sc_hd__a21oi_1 (131), sky130_fd_sc_hd__ha_1 (121). By instance count, the leading cell after synthesis is sky130_fd_sc_hd__nand2_1. The number of synthesis warnings is 3. The main area contributors are sky130_fd_sc_hd__edfxtp_1 (17%), sky130_fd_sc_hd__ha_1 (11%), sky130_fd_sc_hd__dfxtp_1 (10%), sky130_fd_sc_hd__nand2_1 (4.9%), sky130_fd_sc_hd__a21oi_1 (4.6%).

The fraction of post-synthesis cell area in the top cell type by area is roughly 17%. The predominant post-synthesis flop cell is sky130_fd_sc_hd__edfxtp_1. The number of flops mapped to enable cells by yosys is 82. The yosys stat chip area is 14200 um^2. Once synthesis finished, the tally of register bits stood at 160. Yosys stat counts ~1700 cells in the synthesized netlist. The library cell with the largest summed area after synthesis is sky130_fd_sc_hd__edfxtp_1.

The number of cells produced by synthesis is 1666.

Job
The number of maximum-capacitance violations recorded for the run is 0. The number of OpenROAD warnings is 43.

GRT
The wire length of the first global-routing pass is roughly 76000 um. The remaining global-route overflow is 0. Overall routing resource usage recorded by global route was 21.4%.

The pin count of the biggest net entering global routing is 39. The number of global-route vias before repair came to 12500. The initial antenna violation count is 0.

Power and ir drop
The proportion of power drawn by the clock network is 44.7%. Power spread over the standard cell area amounts to 86.2 nW/um^2. Sequential cells burn 48.6% of the power. The combinational share of power is 6.7%. The switching share of power is 26.3%. In this run the power spent charging and discharging nets is about 360 uW. The cell internal power dissipation is around 1000 uW. The reported leakage power is ~6.6 nW.

IR analysis of the VDD net gives a maximum drop of between 0.1 and 0.15 mV.

Worst hold path
The kind of path behind the tightest hold check is register to register. The worst hold path endpoint is FIND_count[1]. Along the worst hold path, the cell count comes to 1.

The startpoint of the most critical hold path is FIND_count[0].

Finish
Per the layout area report, the register area comes to 4000 um^2. The total of fill cells in the finished design is 4766. The finished cells cover 15700 um^2. The combinational gate area is ~9300 um^2.

The signed area change from the synthesized netlist to the final layout is 10.6%. Per the final layout report, the fraction of cells sized above drive strength 1 comes to 9.27%.
placed cells by master (no fill, tap or decap), drive strengths merged, types with 21 or more instances in the layout:
cell type,Yosys,layout
a211oi,31,31
nor3,43,43
a21o,26,26
and2,21,21
o21ai,79,79
o211ai,32,32
nor2,96,96
mux2i,59,59
nor2b,27,27
mux4,22,22
ha,121,121
nand3,45,45
a21oi,134,134
edfxtp,82,82
dfxtp,74,74
a22oi,33,33
inv,113,124
clkdlybuf4s50,0,29
buf,33,38
nand2b,42,42
nand2,184,184
power groups by stage:
stage	registers, mW	clock network, mW	logic (mW)
global route	0.660	0.640	0.103
CTS	0.657	0.619	0.0907
finish	0.658	0.605	0.0901
metal layers:
metal	track usage [%]	share of wire (%)
met4	7.45	4.5
met2	31.0	43
met3	5.96	8.9
met1	31.1	44
met5	0	0
per-stage QoR:
stage / total power [mW] / utilization, % / std cells
2_1_floorplan: 0.730 / - / 1666
3_3_place_gp: 0.759 / 32.4 / 2237
3_5_place_dp: 0.761 / 32.4 / 2237
4_1_cts: 1.37 / 33.6 / 2269
5_1_grt: 1.40 / 33.6 / 2269
6_report: 1.35 / 33.6 / 2269
logic make-up after synthesis:
group	Yosys count	synth area share [%]
AND/OR/NAND/NOR	515	17.3
adder cells (fa/ha/maj)	124	11.1
XOR/XNOR	27	1.82
multiplexers	101	9.24
buffers and inverters	219	6.14
latches	4	0.423
flip-flops	156	27.8
AND-OR/OR-AND	520	26.2
sequential cells by signal, summed over array words and instances (netlist names), 4 cells and up:
name / flops
mincost: 10
count: 4
cost: 10
permutation_rot: 32
curr_state: 4
matchcount: 4
compare: 7
permutation: 32
permutation_ex: 32
next_state: 4
worst max-delay path by stage:
stage                       end       start  slack (ns)
4_1_cts   permutation_rot[5][1]  compare[6]        1.81
5_1_grt   permutation_rot[5][1]  compare[6]        1.15
6_report  permutation_rot[5][1]  compare[6]        1.59
final cells by class:
type	instances	area share (%)
Tap cell	607	4.84
Clock inverter	15	1.03
Clock buffer	17	2.71
Sequential cell	160	25.5
Multi-Input combinational cell	1287	59.5
Timing Repair Buffer	67	3.67
Inverter	116	2.77
Power is estimated from default activity; no workload was simulated.
